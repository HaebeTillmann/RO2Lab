===== constraint.sdc =====
current_design instr_cache

set clk_period 66.1
set clk_io_pct 0.2

create_clock -name clk0 -period $clk_period [get_ports {clk}]

set non_clock_inputs [all_inputs -no_clocks]
set_input_delay [expr $clk_period * $clk_io_pct] -clock clk0 $non_clock_inputs
set_output_delay [expr $clk_period * $clk_io_pct] -clock clk0 [all_outputs]

===== config.mk =====
export PLATFORM = sky130hd
export DESIGN_NAME = instr_cache
export DESIGN_NICKNAME = instr_cache
export VERILOG_FILES = /design/flow/design.v
export SDC_FILE = /design/flow/constraint.sdc
export NUM_CORES = 4
export LEC_CHECK = 1
export CORE_UTILIZATION = 40

===== run.sh =====
#!/bin/bash
# OpenROAD 26Q1-2900-gdf79404cd8, Yosys 0.63+post, stock flow scripts
make -C /OpenROAD-flow-scripts/flow DESIGN_CONFIG=/design/flow/config.mk WORK_HOME=/design/flow/orfs finish

===== design.v =====
package globalconf;
  parameter MEM_BOOTROM_ADDR_WIDTH = 13;   
  parameter MEM_RAM_ADDR_WIDTH = 16;   
  parameter MEM_FRAMEBUFFER_ADDR_WIDTH = 18;   
  parameter MEM_BOOTROM_INIT = "bootloader.mem";
  parameter MEM_RAM_INIT = "none";
  parameter MEM_BOOTROM_LATENCY = 1;
  parameter MEM_RAM_LATENCY = 7;
  parameter MEM_PERIPHERAL_LATENCY = 0;
  parameter MEM_FRAMEBUFFER_LATENCY = 3;
  parameter ADDR_SLAVE_COUNT = 7;
  parameter ADDR_BOOTROM_START = 'h1A000000;
  parameter ADDR_BOOTROM_END = 'h1A001FFF;
  parameter ADDR_SOCCON_START = 'h1B000000;
  parameter ADDR_SOCCON_END = 'h1B000FFF;
  parameter ADDR_GPIO_START = 'h1B001000;
  parameter ADDR_GPIO_END = 'h1B001FFF;
  parameter ADDR_TIMERS_START = 'h1B002000;
  parameter ADDR_TIMERS_END = 'h1B002FFF;
  parameter ADDR_PWM_START = 'h1B003000;
  parameter ADDR_PWM_END = 'h1B003FFF;
  parameter ADDR_RAM_START = 'h1C000000;
  parameter ADDR_RAM_END = 'h1C00FFFF;
  parameter ADDR_FRAMEBUFFER_START = 'h1D000000;
  parameter ADDR_FRAMEBUFFER_END = 'h1D03FFFF;
  parameter CLK_MAIN_DIVIDER = 32;   
  parameter CLK_VGA_DIVIDER = 32;   
  parameter CLK_UART_DIVIDER_PLL = 100;   
  parameter CLK_UART_DIVIDER_POST = 1;  
  parameter VIDEO_FB_MEM_SIZE = 1843200;
  parameter VIDEO_VGA_OFFSET = 60;  
  parameter VIDEO_VGA_FIRST_LINE = 95;  
  parameter VIDEO_VGA_LAST_LINE = 455;  
  parameter GPIO_PORT_COUNT = 1;
  parameter TIMER_COUNT = 2;
  parameter PWM_MODULE_COUNT = 6;
endpackage
package registers;
  typedef enum logic [1:0] {
    MAIN = 0,
    SET  = 1,
    CLR  = 2,
    INV  = 3
  } reg_access_t;
  function logic [31:0] writeval(input logic [31:0] current, input logic [31:0] write, input reg_access_t reg_type);
    case (reg_type)
      MAIN: writeval = write;
      SET: writeval = current | write;
      CLR: writeval = current & ~(write);
      INV: writeval = current ^ write;
      default: writeval = current;
    endcase
  endfunction
  function logic [31:0] clearonly(input logic [31:0] current, input logic [31:0] value, input reg_access_t reg_type);
    case (reg_type)
      MAIN: clearonly = current & value;
      CLR, INV: clearonly = current & ~value;
      default: clearonly = current;
    endcase
  endfunction
endpackage
interface SoC_MemBus;
  logic [31:0] addr;
  logic [31:0] read_data;
  logic [31:0] write_data;
  logic write_en;
  logic [3:0] byte_en;
  logic req;
  logic valid;
  modport Master(input read_data, valid, output addr, write_data, write_en, byte_en, req);
  modport Slave(input addr, write_data, write_en, byte_en, req, output read_data, valid);
endinterface
interface SoC_InterruptBus;
  logic irq;
  logic [4:0] irq_id;
  logic irq_ack;
  logic [4:0] irq_ack_id;
  modport Handler(input irq, irq_id, output irq_ack, irq_ack_id);
  modport Generator(input irq_ack, irq_ack_id, output irq, irq_id);
endinterface
module instr_cache#(parameter SIZE=64)(
	input clk,
	input res,
	input cached_instr_req,
	input [31:0] cached_instr_adr,
	output reg cached_instr_valid,
	output reg [31:0] cached_instr_read,
	output reg instr_req,
	output [31:0] instr_adr,
	input instr_valid,
	input [31:0] instr_read
);
reg [31:0] lines [SIZE-1:0];
reg [31-$clog2(SIZE):0] tags [SIZE-1:0];
reg [SIZE-1:0] valids;
wire hit;
wire [$clog2(SIZE)-1:0] index;
assign index = cached_instr_adr[$clog2(SIZE)+1:2];
assign hit = (cached_instr_adr[31:$clog2(SIZE)] == tags[index]) && valids[index];
assign instr_adr = cached_instr_adr;
always @(posedge clk) begin 
	if(res == 1'b1) valids <= {SIZE{1'b0}};
	else if (instr_valid) begin
		lines[index] <= instr_read;
		tags[index] <= cached_instr_adr[31:$clog2(SIZE)];
		valids[index] <= 1;
	end
end
always @(*) begin
    instr_req = 1'b0;
    cached_instr_read = 32'b0;
    cached_instr_valid <= 1'b0;
    if (hit == 1'b1) begin
        instr_req = 1'b0;
        cached_instr_read = lines[index];
        cached_instr_valid <= 1'b1;
    end
    else if (hit == 1'b0) begin
        instr_req = 1'b1;
        cached_instr_read = instr_read;
        cached_instr_valid = instr_valid;
    end
end
endmodule

==> results_slide.txt <==
Physical Implementation Snapshot

Status
  • Run status: complete, no violations

Synthesis
  • Synth Cell Area: 0.144 sq mm
  • Yosys aoi share: 8.58%
  • Syn avg cell area: 18.7 sq um
  • Yosys cell types: 92
  • Synth mux share: 8.91%
  • Top cells by area: edfxtp_1, mux4_2, mux2i_1
  • Basic Gates by Area: 2.24%
  • Synth flops: 3776
  • Post-synth ARST share: 0%
  • Yosys adder share: 0.0346%
  • Mapped Cells: 7740
  • Xor/xnor share: 0.152%
  • Synth area leader: edfxtp_1
  • Post-synthesis sequential area ratio: 78.0%
  • Dominant kind of combinational cell: multiplexers
  • Synth Flop Type: edfxtp_1
  • YS chip area: 0.144 sq mm
  • Area share, top type: 77.2%
  • Ys cells: 7740
  • Yosys warns: 1
  • EDFF count, synth: 3712

Critical path
  • Worst setup EP type: output port
  • Cells on worst reg2reg path: 2
  • WP data arrival: 21170 ps
  • Reg2reg setup slack: 65450 ps
  • Required time worst endpoint: 52880 ps
  • Critical Path Start Type: input port
  • RR Endpoint: valids[60]$_SDFFE_PP0P_
  • Reg-to-reg startpoint: valids[60]$_SDFFE_PP0P_
  • CP Class: input port to output port
  • Crit path max fanout: 55

CTS
  • Clk buf depth: 4
  • CTS tree: yes
  • Number of H-tree levels: 5
  • Post-CTS Setup Inserts: 0
  • CTS Hold Bufs: 0
  • Clk latency of the worst-skew pair: 980 ps
  • Clock transition at path regs: 60 ps
  • # resized after CTS: 0
  • Sink Count: 3776
  • CTS buffer count: 374
  • Clock Tree Root: clkbuf_16

Final timing
  • Clock skew: 0 ps
  • Final Cycle Share: 52.0%
  • RSZ-0062 raised after global routing: no
  • Post-route minimum period: 34390 ps
  • Max-slew violations: 0
  • Fmax: 29.1 MHz
  • Final hold violation count: 0
  • Relative slew slack: 14.1%
  • Slew @ Worst Pin: 1280 ps
  • Final number of setup-violating endpoints: 0
  • Fin Setup TNS: 0 ps

Flow run
  • Total of max-cap violations: 0
  • Tool warnings: 31

Worst hold path
  • Hold Crit Endpoint: valids[52]$_SDFFE_PP0P_
  • Worst min path class: register to register
  • Hold_sp: valids[52]$_SDFFE_PP0P_
  • Hold Path Depth: 2

Floorplan
  • Core box area: 0.359 sq mm
  • Die Wd: 603 um
  • Die area: 0.364 sq mm
  • Fp_density: 40.2%
  • # IOs: 134
  • Row cnt: 220
  • Die H: 603 um

Route
  • First drt pass iteration count: 6
  • # DRC: 0
  • Vias per cell: 6.23
  • Via count: 82500
  • Initial DRC Count: 6355
  • WL/cell: 38.3 um
  • Drt total wl: 508 mm
  • Antenna viol nets, final: 0

Placed design
  • Final GP Congestion: 0.906
  • Post-DP HPWL: 281 mm
  • Port Buffers: 128
  • Placed Cells: 12500

GRT
  • Initial antenna violation count: 26
  • First-pass GRT wire length: 691 mm
  • Largest net degree at the start of global routing: 83
  • Overall routing resource usage: 30.6%
  • Gr ovfl total: 0
  • Vias in the first global route: 87000

Finish
  • Share of cells above drive strength 1: 18.5%
  • Post-route insts no fill: 13200
  • Area growth syn-to-layout: 13.8%

Pwr
  • Overall power: 4970 uW
  • Pwr/cell area: 30.2 mW/mm^2
  • Peak VDD IR: 23.9 uV
  • Leak: 0.0522 uW
cell families (layout without fill, tap and decap cells):
group / after synthesis / in the layout
DFF: 3776 / 3776
AOI/OAI and AO/OA: 1733 / 1733
muxes: 934 / 934
and+or+nand+nor: 714 / 714
buffers and inverters: 554 / 1259
xor gates and xnor gates: 25 / 25
adders and majority gates: 4 / 4
other: 0 / 29
registers in the layout, indices dropped and copies added (netlist names):
register	flops
lines	2048
tags	1664
valids	64
how the worst max path moves through the flow:
stage                                from               endpoint  slack [ps]  cells past startpoint
after CTS             cached_instr_adr[4]  cached_instr_read[31]       31700                     16
after global routing  cached_instr_adr[4]  cached_instr_read[31]       31510                     16
final                 cached_instr_adr[4]  cached_instr_read[30]       31710                     16
cell usage in the layout (no fill, tap or decap), types with 57 or more instances in the layout:
cell type,count
clkbuf_1,90
buf_4,427
mux4_2,238
clkinv_2,61
nor2_4,70
nand2_1,181
dfxtp_1,64
clkdlybuf4s50_1,65
a22o_1,113
a22oi_1,410
buf_2,57
clkbuf_16,379
edfxtp_1,3712
a31oi_1,66
nand3_1,60
o21ai_0,168
a21oi_1,321
clkinv_1,96
mux2i_1,487
a221oi_1,318
o22ai_1,112
nor2_1,236
mux2_2,169
per-layer routing:
| metal | track usage [%] | routed length, um |
|---|---|---|
| met3 | 30.4 | 115000 |
| met4 | 13.7 | 29700 |
| met2 | 41.7 | 222000 |
| met5 | 6.37 | 2660 |
| met1 | 29.4 | 139000 |
critical path: stages:
cell and delay [ps]:
buf_8 410, buf_4 590, buf_4 590, buf_4 640, buf_4 580, mux4_2 400, a22oi_1 210, nand3_1 120
o22ai_1 220, xor2_1 690, o2111ai_1 420, nor4_2 690, nand3_4 660, buf_4 520, mux2i_1 410, clkdlybuf4s50_1 560
cell type report:
class                           instances  area (sq um)
Fill cell                           29300        195000
Sequential cell                      3776        113000
Multi-Input combinational cell       3410         29500
Clock buffer                          472          9860
Tap cell                             4773          5970
Timing Repair Buffer                  566          4450
Clock inverter                        213          1860
Antenna cell                           29          72.6
Inverter                                8          42.5
through the flow:
step / area (sq um) / util (%) / setup WS, ps / hold slack, ps
2_1_floorplan: 144000 / - / 36690 / 428
3_3_place_gp: 153000 / 42.5 / 31740 / 443
3_5_place_dp: 153000 / 42.5 / 31730 / 449
4_1_cts: 164000 / 45.8 / 31700 / 464
5_1_grt: 164000 / 45.8 / 31510 / 483
6_report: 164000 / 45.8 / 31710 / 458
power by group:
part	switching (uW)	internal, uW
registers	2.08	2640
clock network	902	1150
logic	197	77.4
total	1100	3860
Yosys cell counts (all sizes together) (15+ instances only):
library cell / instances
a22oi: 410
o221ai: 42
nand3: 63
nor2: 307
a222oi: 16
nand2: 188
buf: 338
nor2b: 18
a221oi: 319
mux2i: 487
mux4: 250
o21ai: 170
o211ai: 22
a221o: 29
nand4: 42
nor4: 15
a31oi: 66
a21oi: 321
o2bb2ai: 15
nor3: 21
a211oi: 29
dfxtp: 64
xor2: 16
a22o: 113
o22ai: 112
edfxtp: 3712
clkbuf: 208
mux2: 197
No activity file was given, so power comes from the tool's default toggle rates.
