## /design/flow/constraint.sdc

```tcl
current_design regset

set clk_period 26.3
set clk_io_pct 0.2

create_clock -name clk0 -period $clk_period [get_ports {CLK}]

set non_clock_inputs [all_inputs -no_clocks]
set_input_delay [expr $clk_period * $clk_io_pct] -clock clk0 $non_clock_inputs
set_output_delay [expr $clk_period * $clk_io_pct] -clock clk0 [all_outputs]
```

## /design/flow/design.v

```verilog
package globalconf;
  parameter MEM_BOOTROM_ADDR_WIDTH = 13;   
  parameter MEM_RAM_ADDR_WIDTH = 16;   
  parameter MEM_FRAMEBUFFER_ADDR_WIDTH = 18;   
  parameter MEM_BOOTROM_INIT = "bootloader.mem";
  parameter MEM_RAM_INIT = "none";
  parameter MEM_BOOTROM_LATENCY = 1;
  parameter MEM_RAM_LATENCY = 7;
  parameter MEM_PERIPHERAL_LATENCY = 0;
  parameter MEM_FRAMEBUFFER_LATENCY = 3;
  parameter ADDR_SLAVE_COUNT = 7;
  parameter ADDR_BOOTROM_START = 'h1A000000;
  parameter ADDR_BOOTROM_END = 'h1A001FFF;
  parameter ADDR_SOCCON_START = 'h1B000000;
  parameter ADDR_SOCCON_END = 'h1B000FFF;
  parameter ADDR_GPIO_START = 'h1B001000;
  parameter ADDR_GPIO_END = 'h1B001FFF;
  parameter ADDR_TIMERS_START = 'h1B002000;
  parameter ADDR_TIMERS_END = 'h1B002FFF;
  parameter ADDR_PWM_START = 'h1B003000;
  parameter ADDR_PWM_END = 'h1B003FFF;
  parameter ADDR_RAM_START = 'h1C000000;
  parameter ADDR_RAM_END = 'h1C00FFFF;
  parameter ADDR_FRAMEBUFFER_START = 'h1D000000;
  parameter ADDR_FRAMEBUFFER_END = 'h1D03FFFF;
  parameter CLK_MAIN_DIVIDER = 32;   
  parameter CLK_VGA_DIVIDER = 32;   
  parameter CLK_UART_DIVIDER_PLL = 100;   
  parameter CLK_UART_DIVIDER_POST = 1;  
  parameter VIDEO_FB_MEM_SIZE = 1843200;
  parameter VIDEO_VGA_OFFSET = 60;  
  parameter VIDEO_VGA_FIRST_LINE = 95;  
  parameter VIDEO_VGA_LAST_LINE = 455;  
  parameter GPIO_PORT_COUNT = 1;
  parameter TIMER_COUNT = 2;
  parameter PWM_MODULE_COUNT = 6;
endpackage
package registers;
  typedef enum logic [1:0] {
    MAIN = 0,
    SET  = 1,
    CLR  = 2,
    INV  = 3
  } reg_access_t;
  function logic [31:0] writeval(input logic [31:0] current, input logic [31:0] write, input reg_access_t reg_type);
    case (reg_type)
      MAIN: writeval = write;
      SET: writeval = current | write;
      CLR: writeval = current & ~(write);
      INV: writeval = current ^ write;
      default: writeval = current;
    endcase
  endfunction
  function logic [31:0] clearonly(input logic [31:0] current, input logic [31:0] value, input reg_access_t reg_type);
    case (reg_type)
      MAIN: clearonly = current & value;
      CLR, INV: clearonly = current & ~value;
      default: clearonly = current;
    endcase
  endfunction
endpackage
interface SoC_MemBus;
  logic [31:0] addr;
  logic [31:0] read_data;
  logic [31:0] write_data;
  logic write_en;
  logic [3:0] byte_en;
  logic req;
  logic valid;
  modport Master(input read_data, valid, output addr, write_data, write_en, byte_en, req);
  modport Slave(input addr, write_data, write_en, byte_en, req, output read_data, valid);
endinterface
interface SoC_InterruptBus;
  logic irq;
  logic [4:0] irq_id;
  logic irq_ack;
  logic [4:0] irq_ack_id;
  modport Handler(input irq, irq_id, output irq_ack, irq_ack_id);
  modport Generator(input irq_ack, irq_ack_id, output irq, irq_id);
endinterface
module regset(
	input [31:0] D,
	input [4:0] A_D, A_Q0, A_Q1,
	input write_enable, RES, CLK,
	output [31:0] Q0, Q1
	);
    integer i;
	reg [31:0] dat [31:0];
	assign Q0 = dat[A_Q0];
	assign Q1 = dat[A_Q1];
	always @(posedge CLK) begin
	   if (RES) begin
			for (i = 0; i < 32; i=i+1) begin
				dat[i] = 32'h0000;
			end
		end
		else begin
            if (write_enable) begin
              if (A_D != 0) begin
               dat[A_D] = D;
              end
            end
        end
	end
endmodule
```

## /design/flow/config.mk

```make
export PLATFORM = sky130hd
export DESIGN_NAME = regset
export DESIGN_NICKNAME = regset
export VERILOG_FILES = /design/flow/design.v
export SDC_FILE = /design/flow/constraint.sdc
export NUM_CORES = 4
export LEC_CHECK = 1
export CORE_UTILIZATION = 40
```

## /design/flow/run.sh

```bash
#!/bin/bash
# OpenROAD 26Q1-2900-gdf79404cd8, Yosys 0.63+post, stock flow scripts
make -C /OpenROAD-flow-scripts/flow DESIGN_CONFIG=/design/flow/config.mk WORK_HOME=/design/flow/orfs finish
```

==> impl_metrics.ini <==
; generated from flow reports
[setup_path]
crit_top_cell = buf_4
cp.depth = 11
criticalPathCategory = primary input to primary output
crit_path_start_kind = primary input
critical_path_buf_inv_count = 6
slowest_stage = buf_4
crit_chain = clkdlybuf4s50_1, nor2_4, buf_4, buf_4, buf_4, buf_4, a22o_1, nor3_1, a31oi_1, nand3_1, clkdlybuf4s50_1
crit_path_end_kind = primary output
path_max_fanout = 35
critical_path.top_delay_family = buffers and inverters
slowest_delay_ns = 0.66
cp.arrival_ns = 9.82
worstPathRequired_ns = 21.04

[cts]
cts_sinks = 1024
cts_tree = done
cts_root_buffer = clkbuf_16
cts_made_buffers = 110
cts_hold_buf = 0
clockBufferDepth = 3
path_clk_slew_ns = 0.06
post_cts.repair.setup_buffers = 0
htreeDepth = 3
cts_resized = 0

[floorplan]
core-area_um2 = 138000
dieArea_um2 = 141000
die-height_um = 376
fp_util = 0.405
rows = 136
die_w_um = 376
io_pins = 114

[placement]
place_hpwl_mm = 105
place_ws_ns = 11.33
io_buffer_count = 113
gp_congestion = 0.895

[yosys]
synth_stat.cells = 4605
synth.distinct_cells = 29
syn_area_per_cell_um2 = 12.1
yosys_most_used_dff = edfxtp_1
post-synth-top-area-cell = edfxtp_1
ys_async_sr_fraction = 0
ys.flops = 1024
topCellsByArea = edfxtp_1 55%, mux2i_1 18%, and2_1 11%
syn_area_um2 = 55900
synth_top_area_share = 0.550
synth_seq_share = 0.550
ys_area_um2 = 55900
edf_count = 1024
syn-instance-count = 4605
yosysWarningCount = 1

[grt]
track_usage = 0.288
grt-ovfl-total = 0
grt_max_degree = 92
grt_pass1_vias = 38200
antenna_found_initial = 3
grt_pass1_wl_mm = 271

[timing]
fmax_mhz = 66.3
rsz0062_at_grt = false
setup_ws_ns = 11.22
relSlewSlack = 0.339
maxSlewViolCount = 0
period_used_share = 0.573
hold_viol_final = 0
setup_viol = 0
tns_ns = 0
worst_pin_slew_ns = 0.992
finalCriticalPeriod_ns = 15.08

[routing]
vias = 37400
wirelength_mm = 190
first_iter_violations = 2354
vias_per_cell = 5.74
drtPass1Iterations = 5
wl_per_cell_um = 29.2
antenna_left = 0
drc = 0

[min_path]
hold_path_end = dat[0][0]
hp-class = primary input to flip-flop
hold_depth = 1
holdCritStartpoint = RES

[finish]
syn_to_final_growth_pct = 10.8
largest_register_ffs = 1024
fillerInstances = 12100
drive_gt1_frac = 0.0794
regArea_um2 = 30700
comb_area_um2 = 23300

[power_and_ir_drop]
leakagePower_nw = 23.8
p_per_area_nw_per_um2 = 61.8
ir_drop_mv = 0.0543

[outcome]
status = complete, no violations

[run]
drv_cap = 0
warnings = 27
how the worst max path moves through the flow:
stage / start / end
final: A_Q1[0] / Q1[11]
after global routing: A_Q1[2] / Q1[13]
after CTS: A_Q1[0] / Q1[3]
cells in the final DEF (no fill, tap or decap):
cell and n:
nand3_2 1, clkbuf_1 27, and2_4 2, buf_2 1, mux2i_1 1024, or2_2 33, clkinv_2 20, nor2b_1 1
edfxtp_1 1024, nor2b_4 4, diode_2 5, nand3_1 193, clkdlybuf4s50_1 110, a31oi_1 64, or3b_4 2, and2_1 992
buf_12 6, clkinv_8 2, nor2_1 2, clkbuf_16 113, nand2b_1 1, or3_1 2, a22o_1 128, nand2_1 194
nor3_1 64, nand3b_2 1, nor2_4 33, a22oi_1 192, nand3b_1 3, inv_6 1, nand2_2 2, conb_1 32
clkinv_4 1, bufinv_16 1, clkinv_1 32, clkinvlp_4 2, buf_4 138, nand2b_2 4, buf_8 2, a21oi_1 192
synth_stat cells, drive strengths merged, types with 4 or more instances:
| cell | number |
|---|---|
| edfxtp | 1024 |
| mux2i | 1024 |
| and2 | 994 |
| clkbuf | 234 |
| buf | 212 |
| nand2 | 196 |
| nand3 | 194 |
| a21oi | 192 |
| a22oi | 192 |
| a22o | 128 |
| a31oi | 64 |
| nor3 | 64 |
| nor2 | 35 |
| or2 | 33 |
| nand2b | 5 |
| nor2b | 5 |
| nand3b | 4 |
power breakdown:
| group | internal [W] | switching [W] | total [W] |
|---|---|---|---|
| sequential | 0.00189 | 0.0000420 | 0.00193 |
| clock | 0.000789 | 0.000644 | 0.00143 |
| combinational | 0.000170 | 0.000297 | 0.000466 |
through the flow:
stage / instance area, um^2 / utilization / power, W / hold WS [ns] / std cells
after floorplan: 56000 / - / 0.00223 / 5.46 / 4636
final: 61900 / 0.449 / 0.00383 / 4.98 / 6514
after detailed placement: 58700 / 0.425 / 0.00242 / 5.70 / 6310
after global routing: 61900 / 0.449 / 0.00394 / 4.98 / 6511
after CTS: 61900 / 0.449 / 0.00384 / 4.93 / 6509
after global placement: 58700 / 0.425 / 0.00242 / 5.71 / 6310
area by class of cell:
class                           count  area share
Clock inverter                     59     0.00509
Multi-Input combinational cell   3166       0.376
Sequential cell                  1024       0.496
Antenna cell                        5    0.000202
Timing Repair Buffer              257      0.0370
Tap cell                         1863      0.0376
Clock buffer                      140      0.0473
routing by layer:
| layer | wire length, um | GRT usage | up-vias | share of wire |
|---|---|---|---|---|
| met1 | 70500 | 0.369 | 18100 | 0.37 |
| met4 | 7610 | 0.0926 | 4 | 0.040 |
| met3 | 28400 | 0.180 | 385 | 0.15 |
| met2 | 83800 | 0.411 | 2169 | 0.44 |
| li1 | - | - | 16700 | - |
| met5 | 150 | 0.0113 | - | 0.00079 |
kinds of logic (layout without fill, tap and decap cells):
logic type	after synthesis	in the layout	share of synthesized area
buffers and inverters	446	456	0.0392
muxes	1024	1024	0.183
DFF	1024	1024	0.550
AOI/OAI and AO/OA	576	576	0.0702
other	1	37	0.0000671
and+or+nand+nor	1534	1534	0.157
Power figures rest on the tool's default switching activity, not on a simulated workload.
