===== ./constraint.sdc =====
current_design memoryacces

set clk_period 19.6
set clk_io_pct 0.2

create_clock -name clk0 -period $clk_period [get_ports {CLK}]

set non_clock_inputs [all_inputs -no_clocks]
set_input_delay [expr $clk_period * $clk_io_pct] -clock clk0 $non_clock_inputs
set_output_delay [expr $clk_period * $clk_io_pct] -clock clk0 [all_outputs]

===== ./config.mk =====
export PLATFORM = sky130hd
export DESIGN_NAME = memoryacces
export DESIGN_NICKNAME = memoryacces
export VERILOG_FILES = /design/flow/design.v
export SDC_FILE = /design/flow/constraint.sdc
export NUM_CORES = 4
export LEC_CHECK = 1
export CORE_UTILIZATION = 40

===== ./run.sh =====
#!/bin/bash
# OpenROAD 26Q1-2900-gdf79404cd8, Yosys 0.63+post, stock flow scripts
make -C /OpenROAD-flow-scripts/flow DESIGN_CONFIG=/design/flow/config.mk WORK_HOME=/design/flow/orfs finish

===== ./design.v =====
package globalconf;
  parameter MEM_BOOTROM_ADDR_WIDTH = 13;   
  parameter MEM_RAM_ADDR_WIDTH = 16;   
  parameter MEM_FRAMEBUFFER_ADDR_WIDTH = 18;   
  parameter MEM_BOOTROM_INIT = "bootloader.mem";
  parameter MEM_RAM_INIT = "none";
  parameter MEM_BOOTROM_LATENCY = 1;
  parameter MEM_RAM_LATENCY = 7;
  parameter MEM_PERIPHERAL_LATENCY = 0;
  parameter MEM_FRAMEBUFFER_LATENCY = 3;
  parameter ADDR_SLAVE_COUNT = 7;
  parameter ADDR_BOOTROM_START = 'h1A000000;
  parameter ADDR_BOOTROM_END = 'h1A001FFF;
  parameter ADDR_SOCCON_START = 'h1B000000;
  parameter ADDR_SOCCON_END = 'h1B000FFF;
  parameter ADDR_GPIO_START = 'h1B001000;
  parameter ADDR_GPIO_END = 'h1B001FFF;
  parameter ADDR_TIMERS_START = 'h1B002000;
  parameter ADDR_TIMERS_END = 'h1B002FFF;
  parameter ADDR_PWM_START = 'h1B003000;
  parameter ADDR_PWM_END = 'h1B003FFF;
  parameter ADDR_RAM_START = 'h1C000000;
  parameter ADDR_RAM_END = 'h1C00FFFF;
  parameter ADDR_FRAMEBUFFER_START = 'h1D000000;
  parameter ADDR_FRAMEBUFFER_END = 'h1D03FFFF;
  parameter CLK_MAIN_DIVIDER = 32;   
  parameter CLK_VGA_DIVIDER = 32;   
  parameter CLK_UART_DIVIDER_PLL = 100;   
  parameter CLK_UART_DIVIDER_POST = 1;  
  parameter VIDEO_FB_MEM_SIZE = 1843200;
  parameter VIDEO_VGA_OFFSET = 60;  
  parameter VIDEO_VGA_FIRST_LINE = 95;  
  parameter VIDEO_VGA_LAST_LINE = 455;  
  parameter GPIO_PORT_COUNT = 1;
  parameter TIMER_COUNT = 2;
  parameter PWM_MODULE_COUNT = 6;
endpackage
package registers;
  typedef enum logic [1:0] {
    MAIN = 0,
    SET  = 1,
    CLR  = 2,
    INV  = 3
  } reg_access_t;
  function logic [31:0] writeval(input logic [31:0] current, input logic [31:0] write, input reg_access_t reg_type);
    case (reg_type)
      MAIN: writeval = write;
      SET: writeval = current | write;
      CLR: writeval = current & ~(write);
      INV: writeval = current ^ write;
      default: writeval = current;
    endcase
  endfunction
  function logic [31:0] clearonly(input logic [31:0] current, input logic [31:0] value, input reg_access_t reg_type);
    case (reg_type)
      MAIN: clearonly = current & value;
      CLR, INV: clearonly = current & ~value;
      default: clearonly = current;
    endcase
  endfunction
endpackage
interface SoC_MemBus;
  logic [31:0] addr;
  logic [31:0] read_data;
  logic [31:0] write_data;
  logic write_en;
  logic [3:0] byte_en;
  logic req;
  logic valid;
  modport Master(input read_data, valid, output addr, write_data, write_en, byte_en, req);
  modport Slave(input addr, write_data, write_en, byte_en, req, output read_data, valid);
endinterface
interface SoC_InterruptBus;
  logic irq;
  logic [4:0] irq_id;
  logic irq_ack;
  logic [4:0] irq_ack_id;
  modport Handler(input irq, irq_id, output irq_ack, irq_ack_id);
  modport Generator(input irq_ack, irq_ack_id, output irq, irq_id);
endinterface
module table5x4_sel(
    input [1:0] col,
    input [4:0] row,
    input [31:0] in_0x0,
    input [31:0] in_0x1,
    input [31:0] in_0x2,
    input [31:0] in_0x3,
    input [31:0] in_1x0,
    input [31:0] in_1x1,
    input [31:0] in_1x2,
    input [31:0] in_1x3,
    input [31:0] in_2x0,
    input [31:0] in_2x1,
    input [31:0] in_2x2,
    input [31:0] in_2x3,
    input [31:0] in_3x0,
    input [31:0] in_3x1,
    input [31:0] in_3x2,
    input [31:0] in_3x3,
    input [31:0] in_4x0,
    input [31:0] in_4x1,
    input [31:0] in_4x2,
    input [31:0] in_4x3,
    output reg [31:0] selected
    );
always@(col, row, in_0x0,in_0x1,in_0x2,in_0x3, in_1x0,in_1x1,in_1x2,in_1x3, in_2x0,in_2x1,in_2x2,in_2x3,in_3x3,in_3x0,in_3x1,in_3x2,in_3x3,in_4x0,in_4x1,in_4x2,in_4x3)
begin
    selected=32'hDEADBEEF;
    case(col)
        2'b00 : selected=row[0] ? in_0x0 : row[1] ? in_1x0 : row[2] ? in_2x0 : row[3] ? in_3x0 :row[4] ? in_4x0 : 32'hDEADBEEF;
        2'b01 : selected=row[0] ? in_0x1 : row[1] ? in_1x1 : row[2] ? in_2x1 : row[3] ? in_3x1 :row[4] ? in_4x1 : 32'hDEADBEEF;
        2'b10 : selected=row[0] ? in_0x2 : row[1] ? in_1x2 : row[2] ? in_2x2 : row[3] ? in_3x2 :row[4] ? in_4x2 : 32'hDEADBEEF;
        2'b11 : selected=row[0] ? in_0x3 : row[1] ? in_1x3 : row[2] ? in_2x3 : row[3] ? in_3x3 :row[4] ? in_4x3 : 32'hDEADBEEF;
    endcase
end
endmodule
`timescale 1ns / 1ps
module REG_DRE_32(
    input [31:0] D,
    output [31:0] Q,
    input CLK,
    input RES,
    input ENABLE
    );
    reg [31:0] Q_tmp=32'd0;
    assign Q=Q_tmp;
    always @(posedge CLK, posedge RES)
    begin
      if(RES==1'b1)
        Q_tmp<=32'd0;        
      else if(ENABLE==1'b1)
        Q_tmp<=D;
      else
        Q_tmp<=Q_tmp;
    end
endmodule
module memoryacces(
    input CLK, RES,
    input [31:0] ADDR, 
    input [31:0] DATA_WRITE,
    input DATA_REQ,
    input [2:0] S,
    input WRITE_ENABLE,
    input [31:0] DATA_READ_MEM,
    input DATA_VALID_MEM,
    output [31:0] DATA_READ,
    output DATA_VALID,
    output [31:0]DATA_WRITE_MEM,
    output reg [31:0] DATA_ADR_MEM,
    output DATA_WE_MEM,
    output DATA_REQ_MEM,
    output reg [3:0] DATA_BE_MEM
    );
    parameter Z0 = 2'b01;
    parameter Z1 = 2'b10;
    reg [1:0] state, next_state;
    wire [31:0] read1, read2;
    assign DATA_VALID = DATA_VALID_MEM && state[1];
    assign DATA_WRITE_MEM = (DATA_WRITE << 8*(ADDR % 4)) | (DATA_WRITE >> (32 - 8*(ADDR % 4)));
    assign DATA_WE_MEM = WRITE_ENABLE;
    REG_DRE_32 read1_buffer(
        .D(DATA_READ_MEM),
        .Q(read1),
        .CLK(CLK),
        .RES(RES),
        .ENABLE(DATA_VALID_MEM && state == 2'b01)
    );
    REG_DRE_32 read2_buffer(
        .D(DATA_READ_MEM),
        .Q(read2),
        .CLK(CLK),
        .RES(RES),
        .ENABLE(DATA_VALID_MEM && state == 2'b10)
    );
    assign DATA_REQ_MEM = DATA_REQ;
    table5x4_sel data_load_table(
        .row(5'b00001 <<< S),
        .col(ADDR % 4),
        .in_0x0({{24{read1[7]}}, read1[7:0]}),
        .in_0x1({{24{read1[15]}}, read1[15:8]}),
        .in_0x2({{24{read1[23]}}, read1[23:16]}),
        .in_0x3({{24{read1[31]}}, read1[31:24]}),
        .in_1x0({{16{read1[15]}}, read1[15:0]}),
        .in_1x1({{16{read1[23]}}, read1[23:8]}),
        .in_1x2({{16{read1[31]}}, read1[31:16]}),
        .in_1x3({{16{read1[7]}}, read2[7:0], read1[31:24]}),
        .in_2x0({read1[31:0]}),
        .in_2x1({read2[7:0], read1[31:8]}),
        .in_2x2({read2[15:0], read1[31:16]}),
        .in_2x3({read2[23:0], read1[31:24]}),
        .in_3x0({{24{1'b0}}, read1[7:0]}),
        .in_3x1({{24{1'b0}}, read1[15:8]}),
        .in_3x2({{24{1'b0}}, read1[23:16]}),
        .in_3x3({{24{1'b0}}, read1[31:24]}),
        .in_4x0({{16{1'b0}}, read1[15:0]}),
        .in_4x1({{16{1'b0}}, read1[23:8]}),
        .in_4x2({{16{1'b0}}, read1[31:16]}),
        .in_4x3({{16{1'b0}}, read2[7:0], read1[31:24]}),
        .selected(DATA_READ)
    );
    always @(posedge CLK, posedge RES) begin
        if (RES == 1'b1) begin
            state <= Z0;
        end
        else state <= next_state;
    end
    always @(*) begin
        next_state = Z0;
        DATA_ADR_MEM = 32'b0;
        DATA_BE_MEM = 4'b0000;
        case(state)
            2'b01: begin
               case(S)
                   3'b000:DATA_BE_MEM = 4'b0001 << (ADDR % 4);  
                   3'b001:DATA_BE_MEM = 4'b0011 << (ADDR % 4);  
                   3'b010:DATA_BE_MEM = 4'b1111 << (ADDR % 4);  
                   3'b011:DATA_BE_MEM = 4'b0001 << (ADDR % 4);  
                   3'b100:DATA_BE_MEM = 4'b0011 << (ADDR % 4);  
               endcase
               DATA_ADR_MEM = ADDR - (ADDR % 4);  
               if (DATA_VALID_MEM) begin
                    next_state <= Z1;
               end else begin
                    next_state <= Z0;
               end
            end
            2'b10: begin
                case(S)
                   3'b000:DATA_BE_MEM = 4'b0000;  
                   3'b001:DATA_BE_MEM = 4'b0001 >> 3-(ADDR % 4);  
                   3'b010:DATA_BE_MEM = 4'b1111 >> 4-(ADDR % 4);  
                   3'b011:DATA_BE_MEM = 4'b0000;  
                   3'b100:DATA_BE_MEM = 4'b0001 >> 3-(ADDR % 4);  
               endcase
               DATA_ADR_MEM = ADDR + (4 - (ADDR % 4));  
                if (DATA_VALID_MEM) begin
                    next_state <= Z0;
                end else begin
                    next_state <= Z1;
                end
            end
        endcase
    end
endmodule

==> summary.txt <==
run metrics: Synth area leader=dfrtp_1, initial drt markers=956, most numerous logic cells after layout=clkdlybuf4s50_1, o21ai_0, nor2_1, a21oi_1, nand2_1, status=finished clean, drt drc=0, Comb gate area=5840 sq um, Final Hold Viols=0, critical-path cell list=buf_2, buf_4, clkinv_1, ha_2, buf_4, or2_1, buf_4, inv_2, buf_4, ha_1, and3_1, a32o_1, a221oi_1, nand2b_1, or2_2, o221ai_1, clkdlybuf4s50_1, first-pass GRT wire length=45.5 mm, Port Buf Inserts=201, clock skew=0.00396 ns, fin crit period=13.11 ns, Sink Count=58, fin crit share=66.9%, chip width=142 um, Power Density=102 nW/um^2, WS Path Type=in2out, Core ar.=19000 sq um, fin area=10200 sq um, TritonRoute pass-1 iters=5, YS chip area=7830 sq um, count of library flops with an enable pin=0, clock buffer depth=2, leak pwr=0.00383 uW, Worst Hold Class=reg2reg, met3 WL post-DR=2.42 mm, cell area after synthesis=7830 sq um, layout cells sized above 1=10.9%, top_reg_cell synth=dfrtp_1, Setup crit end kind=output pin, Tool Warnings=32, Synth-to-Final Area Change=30.0%, Top cell area share=18.2%, Routed WL per cell=20.0 um, CP delay by family, top=buffers and inverters, post-DP HPWL=20.1 mm, gr ovfl total=0, max-cap violations=0, Post-CTS Hold Fix Bufs=0, # rows=50, pin count of the biggest net entering global routing=58, min-delay src=read2_buffer.Q_tmp[21]$_DFFE_PP0P_, die height=142 um, worst path bufs/invs=8, initial antenna violation count=0, ys cells=1063, Ports=207, Antenna Violating Nets Remaining=0, metal2 WL=13.2 mm, most frequent logic cell in the layout=clkdlybuf4s50_1, yosys warning tally=4, Unique cell types=85, slowest cell on the critical path=clkinv_1, vias in the first global route=8091, Syn Inst Count=1063, r2r worst-path depth=6, CTS clock-pin slew for the worst setup and hold paths=0.05 ns, Slew Limit Fails=0, CTS root buf=clkbuf_16, htree depth=3, worst flop-to-flop path startpoint=state[0]$_DFF_PP1_, # diodes=0, DP Area=9880 sq um, r2r setup slk=17.58 ns, Synth async-reset ratio=100%, Critical Path AT=9.19 ns, Critical Path Source Type=primary input, Reg2Reg Capture Point=read2_buffer.Q_tmp[23]$_DFFE_PP0P_, CTS resizes=0, clk ins delay skew pair=0.33 ns, GPL Wtd Cong=0.920, Seq/Total Area, Yosys=18.6%, syn_area_per_cell=7.37 sq um, fin util=53.7%, GRT Util Overall=28.9%, WHS Path Cells=1, sum of negative setup slack=0 ns, Peak VDD IR=59.9 uV, top routing layer in use=met4, worst stage delay on the critical path=0.66 ns, Hold Path Sink=read2_buffer.Q_tmp[21]$_DFFE_PP0P_, Die Area=20100 sq um, Worst EP required=15.68 ns, routed vias/inst=6.17, ys flops=58, vias=8969, Synth area leaders=dfrtp_1, mux2_2, o21ai_0, Worst-Margin Slew=0.898 ns, postcts setup bufs=0, FP Util=41.3%, Reg area=1450 sq um, unrepaired setup endpoints after global routing=false, Max-slew headroom=39.9%, FILL cells=1868, CTS tree=done, Max FO, Critical Path=57, M1 WL=12.9 mm, CTS buffer count=9, Worst path most repeated cell=buf_4, f_max=76.3 MHz, Setup Viol. Count Final=0, WL final=29.0 mm
## how the worst max path moves through the flow
stage / start / endpoint / cells past startpoint
4_1_cts: ADDR[0] / DATA_ADR_MEM[30] / 17
5_1_grt: ADDR[0] / DATA_ADR_MEM[30] / 17
6_report: ADDR[0] / DATA_ADR_MEM[30] / 17
## cells in the mapped netlist, types with 15 or more instances
master / count
a32oi_1: 15
xnor2_1: 33
o21ai_0: 135
a22o_1: 17
mux2_2: 64
a21oi_1: 84
nor3_1: 28
clkbuf_1: 69
inv_1: 25
nor2b_1: 23
nand2_1: 70
nor2_1: 91
dfrtp_1: 57
mux2i_1: 30
buf_1: 17
## cell type report
type                       count  share of cell area (%)
sequential                    58                    14.3
clock buffer                  11                    2.48
tap                          260                    3.20
clock inverter                 4                   0.504
multi-input combinational    871                    57.3
inverter                      29                    1.07
timing repair buffer         221                    21.1
## cells by family after synthesis
logic type	Yosys count	share of synthesized area, %
other cells	1	0.0479
simple gates	294	18.3
fa+ha+maj	13	2.08
flops	58	18.6
buf+inv	134	6.94
xor+xnor	36	4.03
mux	96	13.3
compound gates	431	36.7
## registers in the layout (all words and copies together), names as in the netlist
| signal | flops |
|---|---|
| read2_buffer.Q_tmp | 24 |
| state | 2 |
| read1_buffer.Q_tmp | 32 |
## report_power, final
part / internal (uW) / switching, uW
clock: 104 / 57.0
combinational: 345 / 283
sequential: 182 / 68.9
## per-layer routing
layer	global-route usage (%)	vias to the layer above
li1	-	4247
met1	44.5	4230
met2	44.4	458
met3	3.88	34
met4	4.53	0
met5	0	-
## through the flow
| step | hold WS (ns) | total power (uW) | setup slack [ns] | instances |
|---|---|---|---|---|
| 2_1_floorplan | 0.479 | 597 | 8.40 | 1063 |
| 3_3_place_gp | 0.490 | 875 | 6.57 | 1439 |
| 3_5_place_dp | 0.496 | 876 | 6.55 | 1439 |
| 4_1_cts | 0.508 | 1040 | 6.54 | 1454 |
| 5_1_grt | 0.524 | 1120 | 6.16 | 1454 |
| 6_report | 0.508 | 1040 | 6.49 | 1454 |
Power is estimated from default activity; no workload was simulated.
